--- run.sh ---
#!/bin/bash
# OpenROAD 26Q1-2900-gdf79404cd8, Yosys 0.63+post, stock flow scripts
make -C /OpenROAD-flow-scripts/flow DESIGN_CONFIG=/design/flow/config.mk WORK_HOME=/design/flow/orfs finish
--- config.mk ---
export PLATFORM = sky130hd
export DESIGN_NAME = rv_decompressing_decoder
export DESIGN_NICKNAME = rv_decompressing_decoder
export VERILOG_FILES = /design/flow/design.v
export SDC_FILE = /design/flow/constraint.sdc
export NUM_CORES = 4
export LEC_CHECK = 1
export CORE_UTILIZATION = 50
--- constraint.sdc ---
current_design rv_decompressing_decoder

set clk_period 3.8
set clk_io_pct 0.2

create_clock -name clk0 -period $clk_period

set non_clock_inputs [all_inputs -no_clocks]
set_input_delay [expr $clk_period * $clk_io_pct] -clock clk0 $non_clock_inputs
set_output_delay [expr $clk_period * $clk_io_pct] -clock clk0 [all_outputs]
--- design.v ---
module rv_decompressing_decoder #(
	parameter rv64 = 1
) (
	input bit[31:0] in,
	output bit sigill,
	output logic is_compressed,
	output logic[4:0] rd,
	output logic[4:0] rs1,
	output logic[4:0] rs2,
	output logic[11:0] csr,
	output logic csr_load,
	output logic csr_store,
	output bit[4:0] opcode,
	output bit[2:0] funct3,
	output bit[6:0] funct7,
	output bit[4:0] funct5,
	output logic[31:0] imm,
	output logic[4:0] csrimm
);
	typedef enum bit[4:0] {
		OpCode_Load = 5'b00000,
		OpCode_OpImm = 5'b00100,
		OpCode_OpImm32 = 5'b00110,
		OpCode_Store = 5'b01000,
		OpCode_Op = 5'b01100,
		OpCode_Lui = 5'b01101,
		OpCode_Op32 = 5'b01110,
		OpCode_Branch = 5'b11000,
		OpCode_Jalr = 5'b11001,
		OpCode_Jal = 5'b11011,
		OpCode_System = 5'b11100
	} OpCode;
	bit[1:0] rd_4_3;
	bit[2:0] rd_2_0;
	assign rd = {rd_4_3, rd_2_0};
	function automatic void rd_(bit[4:0] rd);
		{rd_4_3, rd_2_0} = rd;
	endfunction
	bit[1:0] rs1_4_3;
	bit[2:0] rs1_2_0;
	assign rs1 = {rs1_4_3, rs1_2_0};
	function automatic void rs1_(bit[4:0] rs1);
		{rs1_4_3, rs1_2_0} = rs1;
	endfunction
	bit[1:0] rs2_4_3;
	bit[2:0] rs2_2_0;
	assign rs2 = {rs2_4_3, rs2_2_0};
	function automatic void rs2_(bit[4:0] rs2);
		{rs2_4_3, rs2_2_0} = rs2;
	endfunction
	bit[11:0] imm_31_20;
	bit[1:0] imm_19_18;
	bit imm_17;
	bit[4:0] imm_16_12;
	bit imm_11;
	bit imm_10;
	bit imm_9;
	bit imm_8;
	bit imm_7;
	bit imm_6;
	bit imm_5;
	bit imm_4;
	bit imm_3;
	bit imm_2;
	bit imm_1;
	bit imm_0;
	assign imm = {imm_31_20, imm_19_18, imm_17, imm_16_12, imm_11, imm_10, imm_9, imm_8, imm_7, imm_6, imm_5, imm_4, imm_3, imm_2, imm_1, imm_0};
	function automatic void imm_(bit[31:0] imm);
		{imm_31_20, imm_19_18, imm_17, imm_16_12, imm_11, imm_10, imm_9, imm_8, imm_7, imm_6, imm_5, imm_4, imm_3, imm_2, imm_1, imm_0} = imm;
	endfunction
	always_comb begin
		sigill = '0;
		is_compressed = ~& in[0+:2];
		rd_('x);
		rs1_('x);
		rs2_('x);
		csr = 'x;
		csr_load = 'x;
		csr_store = 'x;
		opcode = 'x;
		funct3 = 'x;
		funct7 = 'x;
		funct5 = 'x;
		imm_('x);
		csrimm = 'x;
		unique case (in[0+:2])
			2'b00: unique case (in[13+:3])
				3'b000: if (| in[2+:11]) begin
					opcode = OpCode_OpImm;
					funct3 = 3'b000;
					rd_({2'b01, in[2+:3]});
					rs1_(5'b00010);
					rs2_(5'b00000);
					csr_load = '0;
					csr_store = '0;
					imm_(32'({in[7+:4], in[11+:2], in[5], in[6], 2'b0}));
				end else begin
					sigill = '1;
					is_compressed = 'x;
				end
				3'b001: begin
					sigill = '1;
					is_compressed = 'x;
				end
				3'b010: begin
					opcode = OpCode_Load;
					funct3 = 3'b010;
					rd_({2'b01, in[2+:3]});
					rs1_({2'b01, in[7+:3]});
					rs2_(5'b00000);
					csr_load = '0;
					csr_store = '0;
					imm_(32'({in[5], in[10+:3], in[6], 2'b0}));
				end
				3'b011: if (rv64) begin
					opcode = OpCode_Load;
					funct3 = 3'b011;
					rd_({2'b01, in[2+:3]});
					rs1_({2'b01, in[7+:3]});
					rs2_(5'b00000);
					csr_load = '0;
					csr_store = '0;
					imm_(32'({in[5+:2], in[10+:3], 3'b0}));
				end else begin
					sigill = '1;
					is_compressed = 'x;
				end
				3'b100: unique case (in[11+:2])
					2'b00: begin
						opcode = OpCode_Load;
						funct3 = {~in[10] | ~in[6], 1'b0, in[10]};
						rd_({2'b01, in[2+:3]});
						rs1_({2'b01, in[7+:3]});
						rs2_(5'b00000);
						csr_load = '0;
						csr_store = '0;
						imm_(32'({in[5], ~in[10] & in[6]}));
					end
					2'b01: begin
						opcode = OpCode_Store;
						funct3 = {2'b00, in[10]};
						rd_(5'b00000);
						rs1_({2'b01, in[7+:3]});
						rs2_({2'b01, in[2+:3]});
						csr_load = '0;
						csr_store = '0;
						imm_(32'({in[5], ~in[10] & in[6]}));
					end
					default: begin
						sigill = '1;
						is_compressed = 'x;
					end
				endcase
				3'b101: begin
					sigill = '1;
					is_compressed = 'x;
				end
				3'b110: begin
					opcode = OpCode_Store;
					funct3 = 3'b010;
					rd_(5'b00000);
					rs1_({2'b01, in[7+:3]});
					rs2_({2'b01, in[2+:3]});
					csr_load = '0;
					csr_store = '0;
					imm_(32'({in[5], in[10+:3], in[6], 2'b0}));
				end
				3'b111: if (rv64) begin
					opcode = OpCode_Store;
					funct3 = 3'b011;
					rd_(5'b00000);
					rs1_({2'b01, in[7+:3]});
					rs2_({2'b01, in[2+:3]});
					csr_load = '0;
					csr_store = '0;
					imm_(32'({in[5+:2], in[10+:3], 3'b0}));
				end else begin
					sigill = '1;
					is_compressed = 'x;
				end
			endcase
			2'b01: unique casez (in[13+:3])
				3'b0?0: begin
					opcode = OpCode_OpImm;
					funct3 = 3'b000;
					rd_(in[7+:5]);
					rs1_({5{~in[14]}} & in[7+:5]);
					rs2_(5'b00000);
					csr_load = '0;
					csr_store = '0;
					imm_(unsigned'(32'(signed'({in[12], in[2+:5]}))));
				end
				3'b001: if (rv64) begin
					opcode = OpCode_OpImm32;
					funct3 = 3'b000;
					rd_(in[7+:5]);
					rs1_(in[7+:5]);
					rs2_(5'b00000);
					csr_load = '0;
					csr_store = '0;
					imm_(unsigned'(32'(signed'({in[12], in[2+:5]}))));
				end else begin
					opcode = OpCode_Jal;
					rd_(5'b00001);
					rs1_(5'b00000);
					rs2_(5'b00000);
					csr_load = '0;
					csr_store = '0;
					imm_(unsigned'(32'(signed'({in[12], in[8], in[9+:2], in[6], in[7], in[2], in[11], in[3+:3], 1'b0}))));
				end
				3'b011: if (in[7+:5] == 5'b00010) begin
					opcode = OpCode_OpImm;
					funct3 = 3'b000;
					rd_(in[7+:5]);
					rs1_(in[7+:5]);
					rs2_(5'b00000);
					csr_load = '0;
					csr_store = '0;
					imm_(unsigned'(32'(signed'({in[12], in[3+:2], in[5], in[2], in[6], 4'b0}))));
				end else begin
					opcode = OpCode_Lui;
					rd_(in[7+:5]);
					rs1_(5'b00000);
					rs2_(5'b00000);
					csr_load = '0;
					csr_store = '0;
					imm_(unsigned'(32'(signed'({in[12], in[2+:5], 12'b0}))));
				end
				3'b100: unique casez (in[10+:2])
					2'b0?: if (!rv64 && in[12]) begin
						sigill = '1;
						is_compressed = 'x;
					end else begin
						opcode = OpCode_OpImm;
						funct3 = 3'b101;
						funct7 = {1'b0, in[10], 4'b0000, in[12]};
						rd_({2'b01, in[7+:3]});
						rs1_({2'b01, in[7+:3]});
						rs2_(5'b00000);
						csr_load = '0;
						csr_store = '0;
						imm_(32'({in[10], 4'b0000, in[12], in[2+:5]}));
					end
					2'b10: begin
						opcode = OpCode_OpImm;
						funct3 = 3'b111;
						rd_({2'b01, in[7+:3]});
						rs1_({2'b01, in[7+:3]});
						rs2_(5'b00000);
						csr_load = '0;
						csr_store = '0;
						imm_(unsigned'(32'(signed'({in[12], in[2+:5]}))));
					end
					2'b11: unique casez ({in[12], in[5+:2]})
						3'b0??: begin
							opcode = OpCode_Op;
							funct3 = {| in[5+:2], in[6], & in[5+:2]};
							funct7 = {1'b0, ~| in[5+:2], 5'b00000};
							rd_({2'b01, in[7+:3]});
							rs1_({2'b01, in[7+:3]});
							rs2_({2'b01, in[2+:3]});
							csr_load = '0;
							csr_store = '0;
						end
						3'b10?: if (rv64) begin
							opcode = OpCode_Op32;
							funct3 = 3'b000;
							funct7 = {1'b0, ~in[5], 5'b00000};
							rd_({2'b01, in[7+:3]});
							rs1_({2'b01, in[7+:3]});
							rs2_({2'b01, in[2+:3]});
							csr_load = '0;
							csr_store = '0;
						end else begin
							sigill = '1;
							is_compressed = 'x;
						end
						3'b110: begin
							opcode = OpCode_Op;
							funct3 = 3'b000;
							funct7 = 7'b0000001;
							rd_({2'b01, in[7+:3]});
							rs1_({2'b01, in[7+:3]});
							rs2_({2'b01, in[2+:3]});
							csr_load = '0;
							csr_store = '0;
						end
						3'b111: unique casez (in[2+:3])
							3'b000: begin
								opcode = OpCode_OpImm;
								funct3 = 3'b111;
								rd_({2'b01, in[7+:3]});
								rs1_({2'b01, in[7+:3]});
								rs2_(5'b00000);
								csr_load = '0;
								csr_store = '0;
								imm_(32'(8'('1)));
							end
							3'b0?1: begin
								opcode = OpCode_OpImm;
								funct3 = 3'b001;
								funct7 = 7'b0110000;
								rd_({2'b01, in[7+:3]});
								rs1_({2'b01, in[7+:3]});
								rs2_(5'b00000);
								csr_load = '0;
								csr_store = '0;
								imm_(32'({11'b01100000010, in[3]}));
							end
							3'b010: begin
								opcode = rv64 ? OpCode_Op32 : OpCode_Op;
								funct3 = 3'b100;
								funct7 = 7'b0000100;
								funct5 = 5'b00000;
								rd_({2'b01, in[7+:3]});
								rs1_({2'b01, in[7+:3]});
								rs2_(5'b00000);
								csr_load = '0;
								csr_store = '0;
							end
							3'b100: if (rv64) begin
								opcode = OpCode_Op32;
								funct3 = 3'b000;
								funct7 = 7'b0000100;
								rd_({2'b01, in[7+:3]});
								rs1_({2'b01, in[7+:3]});
								rs2_(5'b00000);
								csr_load = '0;
								csr_store = '0;
							end else begin
								sigill = '1;
								is_compressed = 'x;
							end
							3'b101: begin
								opcode = OpCode_OpImm;
								funct3 = 3'b100;
								rd_({2'b01, in[7+:3]});
								rs1_({2'b01, in[7+:3]});
								rs2_(5'b00000);
								csr_load = '0;
								csr_store = '0;
								imm_(32'('1));
							end
							default: begin
								sigill = '1;
								is_compressed = 'x;
							end
						endcase
					endcase
				endcase
				3'b101: begin
					opcode = OpCode_Jal;
					rd_(5'b00000);
					rs1_(5'b00000);
					rs2_(5'b00000);
					csr_load = '0;
					csr_store = '0;
					imm_(unsigned'(32'(signed'({in[12], in[8], in[9+:2], in[6], in[7], in[2], in[11], in[3+:3], 1'b0}))));
				end
				3'b11?: begin
					opcode = OpCode_Branch;
					funct3 = {2'b00, in[13]};
					rd_(5'b00000);
					rs1_({2'b01, in[7+:3]});
					rs2_(5'b00000);
					csr_load = '0;
					csr_store = '0;
					imm_(unsigned'(32'(signed'({in[12], in[5+:2], in[2], in[10+:2], in[3+:2], 1'b0}))));
				end
			endcase
			2'b10: unique case (in[13+:3])
				3'b000: if (!rv64 && in[12]) begin
					sigill = '1;
					is_compressed = 'x;
				end else begin
					opcode = OpCode_OpImm;
					funct3 = 3'b001;
					rd_(in[7+:5]);
					rs1_(in[7+:5]);
					rs2_(5'b00000);
					csr_load = '0;
					csr_store = '0;
					imm_(32'({in[12], in[2+:5]}));
				end
				3'b001: begin
					sigill = '1;
					is_compressed = 'x;
				end
				3'b010: begin
					opcode = OpCode_Load;
					funct3 = 3'b010;
					rd_(in[7+:5]);
					rs1_(5'b00010);
					rs2_(5'b00000);
					csr_load = '0;
					csr_store = '0;
					imm_(32'({in[2+:2], in[12], in[4+:3], 2'b0}));
				end
				3'b011: if (rv64) begin
					opcode = OpCode_Load;
					funct3 = 3'b011;
					rd_(in[7+:5]);
					rs1_(5'b00010);
					rs2_(5'b00000);
					csr_load = '0;
					csr_store = '0;
					imm_(32'({in[2+:3], in[12], in[5+:2], 3'b0}));
				end else begin
					sigill = '1;
					is_compressed = 'x;
				end
				3'b100: unique case ({in[7] | in[8] | in[9] | in[10] | in[11], in[2] | in[3] | in[4] | in[5] | in[6]})
					2'b00: if (in[12]) begin
						opcode = OpCode_System;
						funct3 = 3'b000;
						funct7 = 7'b0000000;
						funct5 = 5'b00001;
						rd_(5'b00000);
						rs1_(5'b00000);
						rs2_(5'b00000);
						csr_load = '0;
						csr_store = '0;
					end else begin
						sigill = '1;
						is_compressed = 'x;
					end
					2'b10: begin
						opcode = OpCode_Jalr;
						funct3 = 3'b000;
						rd_({4'b0000, in[12]});
						rs1_(in[15+:5]);
						rs2_(5'b00000);
						csr_load = '0;
						csr_store = '0;
						imm_('0);
					end
					2'b11: begin
						opcode = OpCode_Op;
						funct3 = 3'b000;
						funct7 = 7'b0000000;
						rd_(in[7+:5]);
						rs1_({5{in[12]}} & in[15+:5]);
						rs2_(in[2+:5]);
						csr_load = '0;
						csr_store = '0;
					end
					default: begin
						sigill = '1;
						is_compressed = 'x;
					end
				endcase
				3'b101: begin
					sigill = '1;
					is_compressed = 'x;
				end
				3'b110: begin
					opcode = OpCode_Store;
					funct3 = 3'b010;
					rd_(5'b00000);
					rs1_(5'b00010);
					rs2_(in[2+:5]);
					csr_load = '0;
					csr_store = '0;
					imm_(32'({in[7+:2], in[9+:4], 2'b0}));
				end
				3'b111: if (rv64) begin
					opcode = OpCode_Store;
					funct3 = 3'b011;
					rd_(5'b00000);
					rs1_(5'b00010);
					rs2_(in[2+:5]);
					csr_load = '0;
					csr_store = '0;
					imm_(32'({in[7+:3], in[10+:3], 3'b0}));
				end else begin
					sigill = '1;
					is_compressed = 'x;
				end
			endcase
			2'b11: unique casez (in[2+:5])
				5'b011?0: begin
					opcode = in[2+:5];
					funct3 = in[12+:3];
					funct7 = in[25+:7];
					funct5 = in[20+:5];
					rd_(in[7+:5]);
					rs1_(in[15+:5]);
					rs2_(in[20+:5]);
					csr_load = '0;
					csr_store = '0;
				end
				5'b00000,
				5'b00011,
				5'b001?0,
				5'b11001: begin
					opcode = in[2+:5];
					funct3 = in[12+:3];
					rd_(in[7+:5]);
					rs1_(in[15+:5]);
					rs2_(5'b00000);
					csr_load = '0;
					csr_store = '0;
					imm_(unsigned'(32'(signed'(in[20+:12]))));
				end
				5'b01000: begin
					opcode = in[2+:5];
					funct3 = in[12+:3];
					rd_(5'b00000);
					rs1_(in[15+:5]);
					rs2_(in[20+:5]);
					csr_load = '0;
					csr_store = '0;
					imm_(unsigned'(32'(signed'({in[25+:7], in[7+:5]}))));
				end
				5'b11000: begin
					opcode = in[2+:5];
					funct3 = in[12+:3];
					rd_(5'b00000);
					rs1_(in[15+:5]);
					rs2_(in[20+:5]);
					csr_load = '0;
					csr_store = '0;
					imm_(unsigned'(32'(signed'({in[31], in[7], in[25+:6], in[8+:4], 1'b0}))));
				end
				5'b0?101: begin
					opcode = in[2+:5];
					rd_(in[7+:5]);
					rs1_(5'b00000);
					rs2_(5'b00000);
					csr_load = '0;
					csr_store = '0;
					imm_({in[12+:20], 12'b0});
				end
				5'b11011: begin
					opcode = in[2+:5];
					rd_(in[7+:5]);
					rs1_(5'b00000);
					rs2_(5'b00000);
					csr_load = '0;
					csr_store = '0;
					imm_(unsigned'(32'(signed'({in[31], in[12+:8], in[20], in[21+:10], 1'b0}))));
				end
				5'b11100: begin
					opcode = in[2+:5];
					funct3 = in[12+:3];
					unique case (funct3)
						3'b000: begin
							funct7 = in[25+:7];
							funct5 = in[20+:5];
							rd_(5'b00000);
							rs1_(5'b00000);
							rs2_(5'b00000);
							csr_load = '0;
							csr_store = '0;
						end
						3'b001: begin
							rd_(in[7+:5]);
							rs1_(in[15+:5]);
							rs2_(5'b00000);
							csr = in[20+:12];
							csr_load = | in[7+:5];
							csr_store = '1;
						end
						3'b010: begin
							rd_(in[7+:5]);
							rs1_(in[15+:5]);
							rs2_(5'b00000);
							csr = in[20+:12];
							csr_load = '1;
							csr_store = | in[15+:5];
						end
						3'b011: begin
							rd_(in[7+:5]);
							rs1_(in[15+:5]);
							rs2_(5'b00000);
							csr = in[20+:12];
							csr_load = '1;
							csr_store = | in[15+:5];
						end
						3'b101: begin
							rd_(in[7+:5]);
							rs1_(5'b00000);
							rs2_(5'b00000);
							csr = in[20+:12];
							csrimm = in[15+:5];
							csr_load = | in[7+:5];
							csr_store = '1;
						end
						3'b110: begin
							rd_(in[7+:5]);
							rs1_(5'b00000);
							rs2_(5'b00000);
							csr = in[20+:12];
							csrimm = in[15+:5];
							csr_load = '1;
							csr_store = | in[15+:5];
						end
						3'b111: begin
							rd_(in[7+:5]);
							rs1_(5'b00000);
							rs2_(5'b00000);
							csr = in[20+:12];
							csrimm = in[15+:5];
							csr_load = '1;
							csr_store = | in[15+:5];
						end
						default: begin
							sigill = '1;
							is_compressed = 'x;
							opcode = 'x;
							funct3 = 'x;
						end
					endcase
				end
				default: begin
					sigill = '1;
					is_compressed = 'x;
				end
			endcase
		endcase
	end
endmodule
==> CHANGELOG.md <==
### Implementation results

* Global-route wire length before repair at 22.2 mm
* FP Util at 0.523
* Height of the die at 78.1 µm
* Detailed Route WL at 15.6 mm
* Routed vias at 5,059
* Final period util at 0.990
* Post-route ant nets at 0
* Synth top area share at 0.0803
* Placed cell count at 698
* Diodes inserted at 0
* Initial drt markers at 886
* Drt pass-1 iters at 13
* Worst path arrival time at 3000 ps
* Vias in the first global route at about 4,300
* Relative slew slack at 0.679
* Drt via density at 7.15
* Worst Setup End Kind: primary output
* Max-slew violations at 0
* Hold crit path type: input pin to primary output
* Detailed-route wire length per cell at 22.1 µm
* Top cells by area, synth: buf_4 8.0%, a21oi_1 7.1%, nand2_1 6.5%
* IO Count at 120
* Initial antenna violation count at 0
* Startpoint Class: input pin
* Distinct cells, synth at 70
* Largest net degree at the start of global routing at 24
* FP Rows at 27
* CP required at 3040 ps
* Drt drc at 0
* Core area at 5540 µm²
* Post-synthesis sequential area ratio at 0
* PD cells at 124 nW/µm²
* Max VDD drop at about 0.10 mV
* Synth Area per Inst at 6.01 µm²
* Setup violators final at 0
* Measured slew at the worst slew-check pin at 481 ps
* Synth-to-Final Area Change at 70.6%
* GRT Total Usage at 0.468
* Leakage at between 2 and 2.5 nW
* Comb gate area at 2600 µm²
* OpenROAD warnings at 33
* Register area at 0 µm²
* YS warnings at 1
* Die Width at 78.1 µm
* Chip footprint at 6100 µm²
* Fillcell total at 263
* Fin crit period at around 3800 ps
* Hold Buf Count CTS at 0
* Finished Layout Cells at 708
* Clock Buffer Count at 0
* Share of cells above drive strength 1 at 0.266
* I/O Buffers at 120
* Yosys chip area at about 2900 µm²
* Detailed Place HPWL at 10.8 mm
* Seq_cells at 0
* Max Cap Viol at 0
* Ys cells at 482
* CP Class: input pin to primary output
* Crit path max fanout at 5
* Overflow left after global routing at 0
* Run status: finished clean
* Worst hold slack at 2200 ps
* Cell count after synthesis at 482
* Synthesized cell area at 2900 µm²
* Placer Congestion at 1.27
* Final hold violation count at 0
* Cell taking the most area after synthesis: buf_4
* Fmax at 0.266 GHz
worst max-delay path, stage by stage:
cell and delay, ps:
clkdlybuf4s50_1 510, and2_4 210, buf_4 160, nand2_1 120, o32ai_4 260, buf_4 190
nand2_1 60, a41oi_1 220, clkdlybuf4s50_1 500
routing by layer:
layer	GRT usage	part of all wire
met2	0.689	0.40
met3	0.151	0.18
met1	0.614	0.35
met5	0	0
met4	0.222	0.082
synthesized netlist by cell type (all sizes together) (5+ instances only):
cell type,n
o21ai,43
a32oi,8
and3,9
a21o,18
clkbuf,25
a22oi,6
inv,10
a211o,7
a21oi,41
nand2b,10
a311oi,6
nor2,42
nor3,8
o211ai,10
a31oi,7
nand3,24
buf,55
o221ai,7
o22ai,7
nand2,50
a22o,5
a221o,5
nor2b,6
where the power goes:
part           switching (W)  total, W  internal, W
logic               0.000291  0.000614     0.000323
registers                  0         0            0
clock network              0         0            0
total               0.000291  0.000614     0.000323
final timing paths:
check                   from      to  slack, ps  cells after the start
worst min-delay path  in[11]  rs1[4]       2200                      5
worst max-delay path   in[1]  rs2[3]         40                      9
layout make-up:
| class | count | share of cell area |
|---|---|---|
| inverters | 13 | 0.0114 |
| multi-input cells | 389 | 0.525 |
| well taps | 72 | 0.0182 |
| repair buffers | 234 | 0.445 |
what timing repair did:
item,in CTS,in global routing
pin swaps,9,23
buffers inserted,3,8
cloned,0,1
resized,22,64
setup endpoints to repair,29,50
cell families after synthesis:
group / after synthesis / share of synthesized area
compound gates: 207 / 0.497
simple gates: 176 / 0.311
buf+inv: 93 / 0.171
mux: 4 / 0.0142
xor+xnor: 2 / 0.00605
layout by cell type, fill, tap and decap left out, types with 4 or more instances in the layout:
| master | count |
|---|---|
| a221o_1 | 5 |
| o211ai_1 | 10 |
| a22oi_1 | 5 |
| a32o_1 | 4 |
| nand3_1 | 22 |
| o221ai_1 | 6 |
| o31ai_1 | 4 |
| o21ai_2 | 6 |
| o21ai_1 | 5 |
| nor2_1 | 36 |
| nand2b_1 | 9 |
| a21oi_1 | 38 |
| clkdlybuf4s50_1 | 103 |
| buf_4 | 96 |
| nand2_1 | 50 |
| a22o_1 | 5 |
| dlymetal6s2s_1 | 17 |
| o21ai_0 | 31 |
| a311oi_1 | 4 |
| a32oi_1 | 8 |
| a211o_1 | 7 |
| buf_6 | 14 |
| o22ai_1 | 6 |
| o21a_1 | 4 |
| a31oi_1 | 6 |
| nor3_2 | 5 |
| inv_1 | 9 |
| and3_1 | 9 |
| a21o_1 | 18 |
stage by stage:
stage	area, µm²	worst slack, ps	total power [W]	utilization	TNS [ps]
finish	4940	39.3	0.000614	0.893	0
global route	4940	-12.9	0.000642	0.893	-25.3
CTS	4630	0.0469	0.000553	0.836	0
detailed placement	4550	-102	0.000542	0.821	-1760
global placement	4550	-123	0.000538	0.821	-1810
floorplan	2900	832	0.000254	-	0
Power is estimated from default activity; no workload was simulated.
